<file path="/design/flow/config.mk">
export PLATFORM = sky130hd
export DESIGN_NAME = lab1_as
export DESIGN_NICKNAME = lab1_as
export VERILOG_FILES = /design/flow/design.v
export SDC_FILE = /design/flow/constraint.sdc
export NUM_CORES = 4
export LEC_CHECK = 1
export CORE_AREA = 10 10 100 100
export DIE_AREA = 0 0 110 110
</file>
<file path="/design/flow/constraint.sdc">
current_design lab1_as

set clk_period 6.3
set clk_io_pct 0.2

create_clock -name clk0 -period $clk_period [get_ports {clk}]

set non_clock_inputs [all_inputs -no_clocks]
set_input_delay [expr $clk_period * $clk_io_pct] -clock clk0 $non_clock_inputs
set_output_delay [expr $clk_period * $clk_io_pct] -clock clk0 [all_outputs]
</file>
<file path="/design/flow/design.v">
module lab1_as (input logic clk,
                    input logic [3:0] s,
                    output logic [7:0] led,
                    output logic [6:0] seg);
    logic[31:0] count;
    logic old_led;
    initial
        begin
        old_led <= 1'b1;
        count <= 32'b0;
        end
    assign led[0] = s[0];
    assign led[1] = ~s[0];
    assign led[2] = s[1];
    assign led[3] = ~s[1];
    assign led[4] = s[2];
    assign led[5] = ~s[2];
    assign led[6] = s[2] & s[3];
    assign led[7] = old_led;
    always_ff @(posedge clk)
        begin
        count <= count + 1;
        if (count === 32'd8320000)
            begin
            old_led = ~old_led;
            count <= 32'b0;
            end
        end
    seven_seg_disp display(s, seg);
endmodule
module seven_seg_disp(input logic [3:0] s,
                    output logic [6:0] seg);
always_comb
case(s)
    4'b0000 : seg = 7'b1000000;
    4'b0001 : seg = 7'b1111001;
    4'b0010 : seg = 7'b0100100;
    4'b0011 : seg = 7'b0110000;
    4'b0100 : seg = 7'b0011001;
    4'b0101 : seg = 7'b0010010;
    4'b0110 : seg = 7'b0000010;
    4'b0111 : seg = 7'b1111000;
    4'b1000 : seg = 7'b0000000;
    4'b1001 : seg = 7'b0011000;
    4'b1010 : seg = 7'b0001000;
    4'b1011 : seg = 7'b0000011;
    4'b1100 : seg = 7'b0100111;
    4'b1101 : seg = 7'b0100001;
    4'b1110 : seg = 7'b0000110;
    4'b1111 : seg = 7'b0001110;
    default : seg = 7'b0000000;
endcase
endmodule
</file>
<file path="/design/flow/run.sh">
#!/bin/bash
# OpenROAD 26Q1-2900-gdf79404cd8, Yosys 0.63+post, stock flow scripts
make -C /OpenROAD-flow-scripts/flow DESIGN_CONFIG=/design/flow/config.mk WORK_HOME=/design/flow/orfs finish
</file>
==> run notes <==
run results: Yosys reg bits 33, global-route wire length before repair 5710 um, Setup Fix Bufs, Post-CTS 0, num ports 20, floorplan row count 32, final hold violation count 0, remaining antenna violation count 0, count of final setup violators 0, cell type with the largest total area dfxtp_1, Cell Area, Placed 0.00199 mm^2, met3 Resource Use GR 1.41%, CTS sink cnt 33, fin crit period 4.39 ns, initial antenna violation count 0, Vias 1343, Tot Pwr 384 uW, Syn Inst Count 190, min-delay worst type flop to flop, diodes inserted 0, drt first pass iters 4, CTS tree built, period utilization 69.6%, Max Clock Freq 0.228 GHz, largest net degree at the start of global routing 16, Tool Warnings 30, clk root buf clkbuf_8, Hold Crit Depth 1, DP HPWL 2430 um, Post-synth ARST share 0%, max-cap violation count 0, clk buf depth 2, worst r2r path cells 4, fp util 22.0%, VDD IR max 0.0624 mV, CP Capture Type output port, GRT overflow 0, gpl congestion 0.838, largest cells by area after synthesis dfxtp_1 (37%), xnor2_1 (7.1%), xor2_1 (7.1%), ha_1 (5.1%), nor2_1 (4.6%), chip area 0.0121 mm^2, TritonCTS Buffers 5, post-cts resize count 0, Post-Syn Area per Cell 9.05 um^2, Worst-Skew Late Latency 0.28 ns, Worst Path Arrival 3.13 ns, Worst-Margin Slew 0.502 ns, Place WS 1.90 ns, EDFF count, synth 1, Die X 110 um, layout cells sized above 1 6.67%, RSZ-0062 raised after global routing false, Top Layout Cells dfxtp_1 (32), nor2_1 (21), clkdlybuf4s50_1 (19), nand2_1 (17), Seq share, synth 39.0%, DR iter-0 viols 47, crit-path max FO 6, max_slew headroom 66.3%, Clock Skew 0.00275 ns, layer with the highest usage met2, worst endpoint required time 5.04 ns, Yosys warnings 2, area grow syn2layout 20.3%, vias in the first global route 1229, setup TNS 0 ns, DRC viols 0, outcome finished, final reports clean, PnR worst setup slack 1.91 ns, grt met1 use 8.14%, Most used DFF post-synth dfxtp_1, Cell Type Count 38, All-Layer GR Usage 5.57%, Final Cell Area 0.00207 mm^2, met2 Use GR 8.38%, DIE HEIGHT 110 um, Final Max Tran Viols 0, H-tree levels 2, startpoint types input port, Chip Area, Yosys 0.00172 mm^2, Post-Route WL 3290 um, CTS clk-pin slew, worst paths 0.06 ns, IO Port Bufs 19, mapped cell area 0.00172 mm^2, critical path class input port to output port, wire per inst 10.5 um, # hold bufs at CTS 0, # Cells Yosys 190, Top-area cell share 37.3%, Pwr Density 186 mW/mm^2, static leakage 0.000771 uW, core footprint 0.00781 mm^2, vias per inst 4.30, most used logic cell in the final layout dfxtp_1
==> power by group <==
group	switching (uW)	total, uW	internal (uW)
Sequential	0	210	210
Combinational	9.77	26.5	16.7
Clock	69.7	148	78.4
==> cells in the mapped netlist (all sizes together) (3+ instances only) <==
cell type and n:
nand2 17, nor3 6, xnor2 14, xor2 14
inv 11, o21ai 6, dfxtp 32, ha 7
a21oi 3, and3 4, buf 5, nor2 22
nor4 3, nand3 14, nand4 8
==> registers in the layout, indices dropped and copies added, names as in the netlist <==
| name | cells |
|---|---|
| count | 32 |
| old_led | 1 |
==> layout make-up <==
class / count / area (um^2)
multi-input combinational: 139 / 958
inverter: 11 / 41.3
tap: 102 / 128
sequential: 33 / 671
fill: 815 / 5740
clock buffer: 8 / 80.1
timing repair buffer: 19 / 190
==> routing by layer <==
layer	share of wire, %	routed length (um)
met4	0.88	29
met2	46	1510
met3	4.2	139
met1	49	1610
met5	0	0
==> stage by stage <==
| step | hold WS (ns) | std cells | util, % |
|---|---|---|---|
| after floorplan | 0.429 | 190 | - |
| after global placement | 0.451 | 304 | 25.5 |
| after detailed placement | 0.453 | 304 | 25.5 |
| after CTS | 0.466 | 312 | 26.5 |
| after global routing | 0.493 | 312 | 26.5 |
| final | 0.462 | 312 | 26.5 |
==> critical path, stage by stage <==
cell and delay, ns:
clkdlybuf4s50_1 0.59, inv_1 0.14, ha_1 0.24, mux4_2 0.47, clkdlybuf4s50_1 0.43
==> path summary, 6_finish.rpt <==
check / startpoint / to / slack, ns
worst min-delay path: count[31] / count[31] / 0.46
worst min register to register: count[31] / count[31] / 0.46
worst max-delay path: s[1] / seg[0] / 1.91
worst max register to register: count[5] / old_led / 4.28
==> cells by family (layout without fill, tap and decap cells) <==
kind of cell    after synthesis  after routing  share of synthesized area [%]
compound gates               13             13                           4.37
flops                        33             33                           39.0
mux                           3              3                           2.47
buf+inv                      18             38                           5.24
fa+ha+maj                     7              7                           5.09
xor+xnor                     28             28                           14.3
simple gates                 88             88                           29.5
Power and IR drop assume default switching activity.
